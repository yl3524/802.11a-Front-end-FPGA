### flow/run.sh
#!/bin/bash
# OpenROAD 26Q1-2900-gdf79404cd8, Yosys 0.63+post, stock flow scripts
make -C /OpenROAD-flow-scripts/flow DESIGN_CONFIG=/design/flow/config.mk WORK_HOME=/design/flow/orfs finish
### flow/config.mk
export PLATFORM = sky130hd
export DESIGN_NAME = interleaver0
export DESIGN_NICKNAME = interleaver0
export VERILOG_FILES = /design/flow/design.v
export SDC_FILE = /design/flow/constraint.sdc
export NUM_CORES = 4
export LEC_CHECK = 1
export CORE_UTILIZATION = 30
### flow/constraint.sdc
current_design interleaver0

set clk_period 56.6
set clk_io_pct 0.2

create_clock -name clk0 -period $clk_period [get_ports {clk}]

set non_clock_inputs [all_inputs -no_clocks]
set_input_delay [expr $clk_period * $clk_io_pct] -clock clk0 $non_clock_inputs
set_output_delay [expr $clk_period * $clk_io_pct] -clock clk0 [all_outputs]
### flow/design.v
`timescale 1ns / 1ps
module interleaver0(
    input  logic reset, 
    input  logic clk,
    input  logic wrA_en,
    input  logic [8:0] wrA_addr,  
    input  logic dataA_in,
    input  logic wrB_en,
    input  logic [8:0] wrB_addr,
    input  logic dataB_in,
    input  logic rd_en,
    output logic data_out,
    input  logic [8:0] cap,  
    input  logic clear,
    output logic full
    );
    logic [287:0] data;  
    logic [8:0] counter;  
    logic [1:0] bit_sel;
    assign bit_sel = {wrB_en, wrA_en}; 
    assign full = (counter == cap) ? 1 : 0; 
    always_ff @(posedge clk) begin
        if(reset) begin
            data <= 0;
            counter <= 0;
        end
        else if(clear) counter <= 0;
        else if(bit_sel != 2'b0) begin
            case(bit_sel)
                2'b01: begin  
                    data[wrA_addr] <= dataA_in;
                    counter <= counter + 1;
                end
                2'b10: begin  
                    data[wrB_addr] <= dataB_in;
                    counter <= counter + 1;
                end
                2'b11: begin  
                    data[wrA_addr] <= dataA_in;
                    data[wrB_addr] <= dataB_in;
                    counter <= counter + 2;
                end
                default: begin
                    data[wrA_addr] <= dataA_in;
                    data[wrB_addr] <= dataB_in;
                    counter <= counter + 2;
                end  
            endcase
        end
        else if(rd_en && full) begin  
            data_out <= data[0]; 
            data <= data >> 1; 
        end        
    end
endmodule
==> metrics.yaml <==
outcome:
  status: "complete, no violations"
synthesis:
  synth_warnings: 1
  synthArstFlopShare_pct: 0
  ys_ff: 298
  area_leaders: "dfxtp_1 21%, o21ai_0 6.5%, a22oi_1 5.8%, clkbuf_1 4.8%, mux2i_1 4.8%"
  syn_inst: 4086
  yosys.area.top_type: "dfxtp_1"
  yosys.cell_types.count: 100
  flop_cell: "dfxtp_1"
  synth.avg_cell_area_sq_um: 7.05
  netlist_area_sq_um: 28800
  yosys_area_sq_um: 28800
  edf_count: 1
  yosysTopAreaCellShare_pct: 20.6
  yosys_cells: 4086
  yosys.stat.seqShare_pct: 20.8
final_timing:
  period_needed_ps: 24270
  rsz0062_at_grt: "false"
  finalHoldViolCount: 0
  period_used_pct: 42.9
  finClkSkew_ps: 22.7
  relSlewSlack_pct: 29.0
  fin_ws_ps: 32330
  setup_violations: 0
  final.setup.tns_ps: 0
  tightest_slew_ps: 1060
  timing.fmax_ghz: 0.0412
  slew_violations: 0
floorplanning:
  core_area_sq_um: 95000
  floorplan.core_util_pct: 30.3
  die_h_um: 312
  core.rowCount: 113
  io_pins: 37
  die_x_um: 312
  chipArea_sq_um: 97200
power:
  vdd_drop_max_uv: 20.3
  leakage_nw: 9.05
  report.power.total_mw: 0.679
  power.density_nw_per_um2: 21.2
grt:
  grt_pass1_wl_um: 251000
  grt_util_all_layers_pct: 35.7
  grt_max_degree: 128
  grt_overflow_total: 0
  grt_pass1_vias: 33600
  antenna_found_initial: 9
clock_tree:
  cts_tree: "built"
  cts_setup_buffers: 0
  ctsLongestPathBuffers: 3
  clock-root-buffer: "clkbuf_16"
  clock_sinks: 298
  cts_hold_buffers: 0
  numCtsBuffers: 42
  cts_resized: 0
  clk_latency_ps: 610
  htreeDepth: 2
  clk_pin_slew_worst_paths_ps: 60
layout:
  area_growth_pct: 11.4
  drive_above_1_share_pct: 12.0
routing:
  drtIter0Drc: 6227
  vias_per_cell: 7.30
  ant_nets: 0
  wl_um: 178000
  drcViolationCount: 0
  vias: 38000
  wl_per_cell_um: 34.1
  drtPass1Iterations: 8
setup_path:
  cp-start-kind: "primary input"
  path_max_fanout: 4
  end_kind: "output pin"
  crit_type: "primary input to output pin"
  required_ps: 45280
  arrival_ps: 12950
job:
  drv_cap: 0
  warnings: 31
placement:
  pre_cts_slack_ps: 32330
  io_buffers: 36
  gp_congestion: 1.10
  hpwl_um: 111000
hold_path:
  min_path_type: "flip-flop to flip-flop"
[worst max-delay path, stage by stage]
cell             delay (ps)
clkdlybuf4s50_1         490
xnor2_1                 120
nand3_1                  90
nor4_1                  270
buf_4                   190
clkdlybuf4s50_1         460
[final cells by class]
| cell class | count | area, sq um |
|---|---|---|
| sequential | 298 | 5980 |
| fill | 10100 | 62900 |
| tap | 1265 | 1580 |
| timing repair buffer | 268 | 2120 |
| antenna | 14 | 35.0 |
| multi-input combinational | 3264 | 20900 |
| clock inverter | 7 | 63.8 |
| inverter | 28 | 111 |
| clock buffer | 65 | 1280 |
[cell usage after synthesis (all sizes together) (11+ instances only)]
master / number
nand3: 102
or3: 51
nand4: 18
inv: 24
a2bb2oi: 12
o31ai: 63
buf: 125
o21ai: 386
mux2i: 137
a311oi: 25
a21boi: 11
nand2: 356
o211ai: 38
dfxtp: 297
o32ai: 31
a22o: 12
a221oi: 101
nor2: 367
and3: 21
or2: 29
a21o: 13
o311ai: 86
a211o: 16
xnor2: 19
nand2b: 22
o311a: 33
clkbuf: 371
a31o: 12
mux2: 52
o2111ai: 18
nor4: 45
nor3: 170
a211oi: 83
a2111oi: 42
o2bb2ai: 18
a32oi: 12
a22oi: 222
a31oi: 57
a221o: 37
o22ai: 126
o221ai: 35
a21oi: 257
[path summary, 6_finish.rpt]
check / start / to / slack, ps / cells after the start
worst max-delay path: cap[5] / full / 32330 / 6
worst min-delay path: data[130]$_SDFFE_PP0P_ / data[130]$_SDFFE_PP0P_ / 500 / 2
worst max register to register: counter[2]$_SDFFE_PP0N_ / data[148]$_SDFFE_PP0P_ / 52520 / 12
worst min register to register: data[130]$_SDFFE_PP0P_ / data[130]$_SDFFE_PP0P_ / 500 / 2
[stage by stage]
stage / instances / hold slack (ps) / utilization, % / cell area [sq um]
6_report: 5209 / 501 / 33.8 / 32100
5_1_grt: 5195 / 525 / 33.7 / 32000
4_1_cts: 5195 / 500 / 33.7 / 32000
3_5_place_dp: 5123 / 492 / 32.3 / 30700
3_3_place_gp: 5123 / 485 / 32.3 / 30700
2_1_floorplan: 4086 / 454 / - / 28800
[report_power, final]
part	internal, mW	switching, mW
clock	0.159	0.120
sequential	0.219	0.0116
combinational	0.0456	0.124
[metal layers]
metal	global-route usage (%)	part of all wire [%]	vias to the layer above
li1	-	-	15700
met1	44.9	36	17900
met2	46.0	38	3479
met3	20.9	18	947
met4	22.3	8.3	12
met5	0.988	0.16	-
[kinds of logic after synthesis]
group	count (synthesis)	synth area share, %
XOR/XNOR	28	0.852
flip-flops	298	20.8
AND-OR/OR-AND	1810	43.9
AND/OR/NAND/NOR	1230	20.0
adder cells (fa/ha/maj)	7	0.304
multiplexers	189	6.80
buffers and inverters	524	7.37
[cell usage in the layout (no fill, tap or decap), types with 24 or more instances in the layout]
master,netlist,final
nor2_1,357,344
nand3_1,102,102
or3_1,50,49
a22oi_1,222,222
a221o_1,37,37
o21ai_0,375,369
mux2_2,52,52
a2111oi_0,41,41
nand2_1,356,355
a21oi_1,256,255
buf_4,9,231
clkbuf_16,0,43
o311ai_0,83,83
mux2i_1,137,137
nor3_1,159,155
nor4_1,42,42
o22ai_1,125,125
clkdlybuf4s50_1,0,33
or2_2,24,24
dfxtp_1,297,297
o221ai_1,35,35
a221oi_1,100,99
a211oi_1,81,81
o311a_1,33,33
a31oi_1,57,56
o32ai_1,31,30
o211ai_1,36,36
o31ai_1,63,62
[state kept, by name, summed over array words and instances (netlist names)]
signal,cells
data,288
counter,9
data_out,1
Power and IR drop assume default switching activity.
