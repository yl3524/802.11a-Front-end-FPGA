`flow/config.mk`:
```
export PLATFORM = sky130hd
export DESIGN_NAME = scrambler
export DESIGN_NICKNAME = scrambler
export VERILOG_FILES = /design/flow/design.v
export SDC_FILE = /design/flow/constraint.sdc
export NUM_CORES = 4
export LEC_CHECK = 1
export CORE_AREA = 10 10 70 70
export DIE_AREA = 0 0 80 80
```
`flow/constraint.sdc`:
```
current_design scrambler

set clk_period 1.0
set clk_io_pct 0.2

create_clock -name clk0 -period $clk_period [get_ports {clk}]

set non_clock_inputs [all_inputs -no_clocks]
set_input_delay [expr $clk_period * $clk_io_pct] -clock clk0 $non_clock_inputs
set_output_delay [expr $clk_period * $clk_io_pct] -clock clk0 [all_outputs]
```
`flow/design.v`:
```
`timescale 1ns / 1ps
module scrambler(
    input logic reset,  
    input logic clk,
    input logic clear,
    input logic en,  
    input logic data_in,  
    output logic data_out  
    );
    logic [6:0] state;  
    logic feedback;
    assign feedback = state[6] ^ state[3];
    assign data_out = data_in ^ feedback;
    always_ff @(posedge clk) begin
        if(reset) state <= 7'b1011101;
        else if(en) state <= {state[5:0], feedback};
    end
endmodule
```
`flow/run.sh`:
```
#!/bin/bash
# OpenROAD 26Q1-2900-gdf79404cd8, Yosys 0.63+post, stock flow scripts
make -C /OpenROAD-flow-scripts/flow DESIGN_CONFIG=/design/flow/config.mk WORK_HOME=/design/flow/orfs finish
```
==> flow_metrics.tcl <==
# metrics dict for downstream scripts
set metrics [dict create \
    status "finished, violations left" \
    violations "negative setup slack" \
    ios 6 \
    syn_to_final_growth_pct 59.05 \
    worst_slew_margin_rel 0.9025 \
    regMostFlops "state" \
    cts_inserted_buffers 3 \
    power_density_nw_per_um2 1565 \
    finalHoldViolations 0 \
    drive_above_1_share 0.3056 \
    fillCellCount 390 \
    yosysTopAreaCellShare 0.5333 \
    cts.path.max_buffers 2 \
    yosys_area_sq_um 262.8 \
    top_area_cell "dfxtp_1" \
    rsz0062_at_grt "yes" \
    fin_ws_ns -0.1861 \
    core_sq_um 3416 \
    p_sw_frac 0.2183 \
    chip_area_sq_um 6400 \
    fin_cells 82 \
    seq_area_sq_um 142.6 \
    grt_antenna_before_repair 0 \
    num_rows 21 \
    dr.pass1.iters 2 \
    fmaxAchievable_mhz 843.1 \
    top_regs "state: 7 flops" \
    fin_crit_ns 1.186 \
    h-tree-depth 1 \
    gp_congestion 0.7179 \
    setup_violations 1 \
    cp.arrival_ns 0.99 \
    p_seq_frac 0.480 \
    critPathMaxFanout 2 \
    drt_iter0_drc 5 \
    slew_violations 0 \
    yosys_cells 25 \
    grt_max_degree 9 \
    leakage_nw 0.1710 \
    crit_path_start_kind "register" \
    ys.flops 7 \
    drcViolationCount 0 \
    synth.distinct_cells 9 \
    drv_cap 0 \
    p_clk_frac 0.382 \
    grt_usage 0.01601 \
    clkLatencyLatePin_ns 0.25 \
    min_period_over_period 1.186 \
    cts_hold_buf 0 \
    dpl_cell_area_sq_um 382.9 \
    dp.cells 78 \
    fin_area_sq_um 417.9 \
    ir_drop_v 0.0003526 \
    p_sw_mw 0.1428 \
    postCtsSetupRepairBufs 0 \
    finalClockSkew_ns 0.005280 \
    cts_tree "built" \
    die_w_um 80 \
    synth_warnings 1 \
    critPathRequiredTime_ns 0.80 \
    detailroute.via_count 200 \
    grt_first_pass_wirelength_um 828 \
    area_leaders "dfxtp_1, mux2i_1, xnor2_1" \
    post-dp-hpwl_um 349.1 \
    drt-total-wl_um 480 \
    die_h_um 80 \
    p_int_mw 0.5113 \
    fin_util 0.1223 \
    viasPerCell 2.439 \
    crit_path_end_kind "primary output" \
    critical_path_class "reg2out" \
    cts.sink_count 7 \
    avgSynthCellArea_sq_um 10.51 \
    postRouteAntennaNets 0 \
    power.total_mw 0.6541 \
    drt-wirelength-per-cell_um 5.854 \
    ys_seq_share 0.5333 \
    fp_util 0.07692 \
    synth.cell_area_sq_um 262.8 \
    portBuffers 4 \
    comb_area_sq_um 118.9 \
    clkTransAtPathRegs_ns 0.05 \
    worstMarginPinSlew_ns 0.1422 \
    warnings 28 \
    overflow 0 \
    power_frac_comb 0.137 \
    hold_path.class "reg2reg" \
    syn_inst 25 \
    diodes 0 \
    grt_pass1_vias 194 \
    largest_reg_flops 7 \
    cts.root.buffer_cell "clkbuf_4" \
]
through the flow:
stage	TNS, ns	hold WS, ns	setup WS (ns)
floorplan	0	0.2724	0.1724
global route	-0.2810	0.4988	-0.2810
detailed placement	-1.870	0.4662	-0.4671
global placement	-1.729	0.4584	-0.4717
CTS	-0.2094	0.4740	-0.2094
finish	-0.1861	0.4726	-0.1861
cells in the final DEF, fill, tap and decap left out, drive strengths merged:
| master | netlist | routed |
|---|---|---|
| nand2 | 4 | 4 |
| clkdlybuf4s50 | 0 | 3 |
| buf | 1 | 5 |
| dfxtp | 7 | 7 |
| a31oi | 1 | 1 |
| mux2i | 6 | 6 |
| nor3 | 1 | 1 |
| inv | 1 | 1 |
| nor2 | 2 | 2 |
| xnor2 | 2 | 2 |
| clkbuf | 0 | 4 |
power by group through the flow:
stage | Sequential [mW] | Combinational [mW] | Clock [mW]
5_1_grt | 0.317 | 0.0995 | 0.288
4_1_cts | 0.314 | 0.0893 | 0.263
6_report | 0.314 | 0.0898 | 0.250
critical path: stages (launching register included):
cell and delay, ns:
dfxtp_2 0.33, xnor2_2 0.18, xnor2_1 0.13, buf_2 0.11
synth_stat cells (all sizes together):
master  number
inv          1
xnor2        2
mux2i        6
nor3         1
nor2         2
buf          1
dfxtp        7
a31oi        1
nand2        4
layout make-up:
cell class / count / share of cell area
clock buffer: 4 / 0.06287
multi-input combinational: 16 / 0.2844
sequential: 7 / 0.3413
timing repair buffer: 8 / 0.1647
inverter: 1 / 0.008982
tap: 46 / 0.1377
cell families (layout without fill, tap and decap cells):
family / Yosys count / in the layout / synth area share
XOR/XNOR: 2 / 2 / 0.06668
buffers and inverters: 2 / 13 / 0.04285
flip-flops: 7 / 7 / 0.5333
multiplexers: 6 / 6 / 0.2286
AND/OR/NAND/NOR: 7 / 7 / 0.1047
AND-OR/OR-AND: 1 / 1 / 0.02382
final timing paths:
path	startpoint	end	slack, ns	cells past startpoint
max	state[6]$_SDFFE_PP1P_	data_out	-0.19	3
min	state[1]$_SDFFE_PP0P_	state[2]$_SDFFE_PP1P_	0.47	2
max reg2reg	state[6]$_SDFFE_PP1P_	state[0]$_SDFFE_PP1P_	0.19	3
min reg2reg	state[1]$_SDFFE_PP0P_	state[2]$_SDFFE_PP1P_	0.47	2
layer usage:
metal / vias to the layer above / share of wire / GRT usage
li1: 106 / - / -
met4: 0 / 0 / 0.003521
met1: 85 / 0.48 / 0.02007
met2: 9 / 0.29 / 0.01525
met5: - / 0 / 0
met3: 0 / 0.24 / 0.02045
what timing repair did:
item	CTS	global route
setup endpoints to repair	1	3
gates resized	6	1
pin swaps	2	1
Power is estimated from default activity; no workload was simulated.
