### flow/run.sh
#!/bin/bash
# OpenROAD 26Q1-2900-gdf79404cd8, Yosys 0.63+post, stock flow scripts
make -C /OpenROAD-flow-scripts/flow DESIGN_CONFIG=/design/flow/config.mk WORK_HOME=/design/flow/orfs finish
### flow/config.mk
export PLATFORM = sky130hd
export DESIGN_NAME = interleaver1
export DESIGN_NICKNAME = interleaver1
export VERILOG_FILES = /design/flow/design.v
export SDC_FILE = /design/flow/constraint.sdc
export NUM_CORES = 4
export LEC_CHECK = 1
export CORE_UTILIZATION = 50
### flow/constraint.sdc
current_design interleaver1

set clk_period 16.2
set clk_io_pct 0.2

create_clock -name clk0 -period $clk_period [get_ports {clk}]

set non_clock_inputs [all_inputs -no_clocks]
set_input_delay [expr $clk_period * $clk_io_pct] -clock clk0 $non_clock_inputs
set_output_delay [expr $clk_period * $clk_io_pct] -clock clk0 [all_outputs]
### flow/design.v
`timescale 1ns / 1ps
module interleaver1(
    input logic reset,
    input logic clk,
    input logic wr_en,
    input logic [8:0] wr_addr,
    input logic data_in,
    input logic rd_en,
    input logic [5:0] rd_addr,  
    output logic [5:0] data_out,  
    input logic [8:0] cap,  
    input logic [2:0] bpsc,  
    input logic clear,
    output logic full
    );
    logic [287:0] data;  
    logic [8:0] counter;  
    assign full = (counter == cap) ? 1:0;
    always_ff @(posedge clk) begin
        if(reset) begin
            data <= 0;
            counter <= 0;
        end
        else if(clear) begin
            counter <= 0;
        end
        else if(wr_en) begin
            data[wr_addr] <= data_in;
            counter <= counter + 1;
        end
        else if(rd_en && full) begin
            case(bpsc)
                3'd1:
                    data_out <= {5'd0, data[rd_addr]};
                3'd2:
                    data_out <= {4'd0, data[bpsc*rd_addr +: 1]};
                3'd4:
                    data_out <= {2'd0, data[bpsc*rd_addr +: 3]};
                3'd6:
                    data_out <= data[bpsc*rd_addr +: 5];
                default:
                    data_out <= 6'd0;
            endcase
        end
    end
endmodule
==> results.yml <==
# flow metrics
logic_synthesis:
  yosysTopAreaCellShare: 0.2552
  yosysMostFrequentCell: "dfxtp_1"
  synthTopCellsByArea: "mux4_2 26%, dfxtp_1 23%, o21ai_0 5.6%, mux2i_1 4.2%, o211ai_1 3.6%"
  avgSynthCellArea_um2: 10.03
  synth_area_mm2: 0.006708
  synthArstFlopShare: 0
  ys_seq_frac: 0.2522
  synth_warnings: 1
  synthTopCellsByCount: "77 x dfxtp_1, 76 x mux4_2, 75 x o21ai_0"
  ys_cells: 669
  synthCells: 669
  yosysUniqueCellTypes: 70
  ys_chip_area_mm2: 0.006708
  edf_count: 5
  top_area_cell: "mux4_2"
  numSynthFlops: 82
  ys.flop_type: "dfxtp_1"
drt:
  drt-total-wl_mm: 19.02
  ant_nets: 0
  routed_via_density: 6.667
  antenna_cells: 0
  drt-pass1-iter-count: 5
  drtIter0Drc: 478
  route.detailed.drc: 0
  vias: 5640
  wl_per_cell_um: 22.48
placed_design:
  place_congestion: 0.9723
  placed_cell_area_mm2: 0.007106
  dp.cells: 830
  hpwl_mm: 14.09
  portBuffers: 38
critical_path:
  cp_max_fo: 2
  start_kind: "input pin"
  critical-path-max-stage-delay_ns: 0.53
  cp-startpoint: "cap[8]"
  critPathTopFamily: "buffers and inverters"
  crit_path_cell_trace: "clkdlybuf4s50_1, xnor2_1, nand3_1, nor4_1, clkdlybuf4s50_1"
  end_kind: "output pin"
  arrival_ns: 4.79
  reg2reg_from: "data[32]$_SDFFE_PP0P_"
  path_buffers: 2
  path_class: "input pin to output pin"
  worstPathRequired_ns: 12.96
  cpMostUsedCell: "clkdlybuf4s50_1"
  slowest_stage: "clkdlybuf4s50_1"
final_timing:
  relSlewSlack: 0.4795
  fin_worst_skew_ns: 0.009642
  rsz0062_at_grt: "false"
  hold_violations: 0
  fin_crit_ns: 8.027
  setup_viol_count_final: 0
  slew_violations: 0
  fmax_mhz: 124.6
  setup-tns-final_ns: 0
  max_slew.worst_pin.slew_ns: 0.7749
  finalClockPeriodUsage: 0.4955
clocking:
  cts_root_buffer: "clkbuf_16"
  cts_buffers: 9
  postCtsSetupBuffers: 0
  clock_latency_ns: 0.35
  cts_tree: "done"
  clk_pin_slew_ns: 0.06
  postCtsResizedCells: 0
  cts_max_level: 3
  cts.sinks: 82
  ctsHoldBuffers: 0
  clk_path_buf_depth: 2
global_route:
  grt_pass1_wl_mm: 30.79
  overflow: 0
  grt_pass1_vias: 5599
  antenna_found_initial: 0
  grt_max_degree: 43
  grt_use_total: 0.2989
min_path:
  hold_start: "data[67]$_SDFFE_PP0P_"
  hold_path.class: "flip-flop to flip-flop"
floorplanning:
  io_pins: 40
  fp-utilization: 0.5230
  coreArea_mm2: 0.01282
  die_area_mm2: 0.01388
  num_rows: 41
  die_h_um: 117.8
  die_x_um: 117.8
power:
  p_per_area_mw_per_mm2: 71.88
  ir_drop_v: 0.00004053
  p_leak_nw: 2.340
cells_and_area:
  drive_gt1_frac: 0.1884
  area_delta_synth_final_pct: 10.33
  postLayoutCellArea_mm2: 0.007401
  stdcell_count: 846
  utilization: 0.5771
status:
  outcome: "finished, final reports clean"
run:
  cap_violations: 0
  warnings: 27
[area by class of cell]
cell class	count	area, µm²
tap	172	215.2
multi-input combinational	513	4687
timing repair buffer	48	455.4
inverter	15	56.30
fill	1116	5424
clock buffer	10	229.0
clock inverter	6	66.31
sequential	82	1692
[per-layer routing]
| metal | track usage | vias up | routed length, µm |
|---|---|---|---|
| met5 | 0 | - | 0 |
| met4 | 0.05369 | 0 | 395 |
| met3 | 0.08745 | 28 | 1594 |
| met2 | 0.4665 | 248 | 9053 |
| met1 | 0.4397 | 2723 | 7972 |
| li1 | - | 2641 | - |
[placed cells by master (no fill, tap or decap), types with 8 or more instances in the layout]
cell / n
a21oi_1: 37
buf_4: 10
clkbuf_16: 9
clkdlybuf4s50_1: 38
dfxtp_1: 77
ha_1: 8
inv_1: 12
mux2i_1: 28
mux4_2: 76
nand2_1: 49
nand3_1: 21
nand4_1: 25
nor2_1: 21
nor2b_1: 8
nor3_1: 9
o211ai_1: 32
o21ai_0: 75
or3_1: 12
xnor2_1: 15
xor2_1: 10
[path summary, 6_finish.rpt]
kind	end	slack, ns	depth (start not counted)
worst min-delay path	data[67]$_SDFFE_PP0P_	0.52	2
worst max register to register	data_out[0]$_DFFE_PP_	13.98	6
worst min register to register	data[67]$_SDFFE_PP0P_	0.52	2
worst max-delay path	full	8.17	5
[cell families (layout without fill, tap and decap cells)]
kind of cell | count (synthesis) | in the layout | share of synthesized area
adder cells (fa/ha/maj) | 12 | 12 | 0.02686
AND/OR/NAND/NOR | 179 | 179 | 0.1470
flip-flops | 82 | 82 | 0.2522
AND-OR/OR-AND | 185 | 185 | 0.1809
buffers and inverters | 74 | 79 | 0.04943
other | 1 | 1 | 0.0005591
multiplexers | 110 | 110 | 0.3070
XOR/XNOR | 26 | 26 | 0.03600
[state kept, by name, summed over array words and instances (netlist names)]
register  flops
data         68
data_out      5
counter       9
[worst register-to-register path, delay by kind of cell, from the launching register on]
family / cells / cell delay, ns
AND-OR/OR-AND: 1 / 0.12
flip-flops: 1 / 0.39
AND/OR/NAND/NOR: 3 / 0.84
multiplexers: 2 / 0.63
[per-stage QoR]
step                      hold slack [ns]  setup WS (ns)  total power, mW
after global routing               0.5566          8.078           0.5519
after floorplan                    0.4628          9.187           0.2978
final                              0.5235          8.173           0.5320
after CTS                          0.5226          8.179           0.5333
after detailed placement           0.5136          8.181           0.3311
after global placement             0.5064          8.211           0.3303
[power by group]
group / switching (mW) / internal [mW]
Clock: 0.0849 / 0.120
Sequential: 0.000388 / 0.204
Combinational: 0.0767 / 0.0464
Total: 0.162 / 0.370
Power is estimated from default activity; no workload was simulated.
